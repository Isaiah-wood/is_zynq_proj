### flow/config.mk
export PLATFORM = sky130hd
export DESIGN_NAME = Popcount
export DESIGN_NICKNAME = Popcount
export VERILOG_FILES = /design/flow/design.v
export SDC_FILE = /design/flow/constraint.sdc
export NUM_CORES = 4
export LEC_CHECK = 1
export CORE_UTILIZATION = 40
export SYNTH_MEMORY_MAX_BITS = 65536
### flow/constraint.sdc
current_design Popcount

set clk_period 145.2
set clk_io_pct 0.2

create_clock -name clk0 -period $clk_period [get_ports {clk}]

set non_clock_inputs [all_inputs -no_clocks]
set_input_delay [expr $clk_period * $clk_io_pct] -clock clk0 $non_clock_inputs
set_output_delay [expr $clk_period * $clk_io_pct] -clock clk0 [all_outputs]
### flow/run.sh
#!/bin/bash
# OpenROAD 26Q1-2900-gdf79404cd8, Yosys 0.63+post, stock flow scripts
make -C /OpenROAD-flow-scripts/flow DESIGN_CONFIG=/design/flow/config.mk WORK_HOME=/design/flow/orfs finish
### flow/design.v
`timescale 1ns / 1ps
module AdderTree #(
    parameter integer LEAF_NUM = ((1200 + 6 - 1) / 6),   
    parameter integer MAXVAL   = 6,          
    parameter integer INW = ($clog2(6 + 1)),
    parameter integer IN_WIDTH = LEAF_NUM * INW,
    parameter integer OUT_WIDTH = $clog2(LEAF_NUM * MAXVAL + 1)
) (
    input wire clk,
    input wire rst_n,
    input  wire [IN_WIDTH-1:0] in_data,    
    input  wire                in_valid,
    output wire                in_ready,
    output wire [OUT_WIDTH-1:0] sum,         
    output wire                 out_valid,
    input  wire                 out_ready
);
    localparam integer LEVELS = $clog2(LEAF_NUM);   
    localparam integer STAGES = LEVELS + 1;   
    initial begin
        if (LEAF_NUM < 1) $fatal("AdderTree: LEAF_NUM must be >= 1");
        if (LEAF_NUM == 1)
            $fatal("NewAdderTree: This variant requires LEAF_NUM > 1 (no LEVELS==0 case)");
        if (INW < $clog2(MAXVAL + 1))
            $fatal("AdderTree: INW (%0d) too small for MAXVAL=%0d", INW, MAXVAL);
    end
    wire [INW-1:0] in_packet[0:LEAF_NUM-1];
    genvar i;
    generate
        for (i = 0; i < LEAF_NUM; i = i + 1) begin : UNPACK
            assign in_packet[i] = in_data[i*INW+:INW];
        end
    endgenerate
    reg     valid_reg[0:STAGES-1];
    wire    ready    [  0:STAGES];
    integer lv;
    always @(posedge clk or negedge rst_n) begin
        if (!rst_n) begin
            for (lv = 0; lv < STAGES; lv = lv + 1) begin
                valid_reg[lv] <= 1'b0;
            end
        end else begin
            for (lv = 0; lv < STAGES; lv = lv + 1) begin
                if (ready[lv]) begin
                    if (lv == 0) begin
                        valid_reg[lv] <= in_valid;
                    end else begin
                        valid_reg[lv] <= valid_reg[lv-1];
                    end
                end
            end
        end
    end
    assign ready[STAGES] = out_ready;   
    genvar gen_idx;
    generate
        for (gen_idx = STAGES - 1; gen_idx >= 0; gen_idx = gen_idx - 1) begin : READY_GEN
            assign ready[gen_idx] = (~valid_reg[gen_idx]) || ready[gen_idx+1];
        end
    endgenerate
    reg [OUT_WIDTH-1:0] level[0:LEVELS][0:LEAF_NUM-1];
    generate
        for (i = 0; i < LEAF_NUM; i = i + 1) begin : LVL0
            always @(posedge clk or negedge rst_n) begin
                if (!rst_n) begin
                    level[0][i] <= {OUT_WIDTH{1'b0}};
                end else if (ready[0]) begin
                    level[0][i] <= in_packet[i];  
                end
            end
        end
    endgenerate
    genvar l, k;
    generate
        for (l = 1; l <= LEVELS; l = l + 1) begin : REDUCE_LEVEL
            localparam integer PREV = (LEAF_NUM + (1 << (l - 1)) - 1) >> (l - 1);    
            localparam integer CUR = (LEAF_NUM + (1 << l) - 1) >> l;   
            for (k = 0; k < CUR; k = k + 1) begin : NODE
                wire [OUT_WIDTH-1:0] a;
                wire [OUT_WIDTH-1:0] b;
                assign a = level[l-1][2*k];
                assign b = (2 * k + 1 < PREV) ? level[l-1][2*k+1] : {OUT_WIDTH{1'b0}};
                always @(posedge clk or negedge rst_n) begin
                    if (!rst_n) level[l][k] <= {OUT_WIDTH{1'b0}};
                    else if (ready[l]) level[l][k] <= a + b;
                end
            end
        end
    endgenerate
    assign in_ready = ready[0];
    assign sum = level[LEVELS][0];
    assign out_valid = valid_reg[LEVELS];
endmodule
`timescale 1ns / 1ps
module LookupTable #(
    parameter integer DIN_WIDTH    = 6,
    parameter integer DOUT_WIDTH   = ($clog2(6 + 1))
) (
    input  wire [DIN_WIDTH-1:0]      din,
    output wire [DOUT_WIDTH-1:0]     dout
);
    localparam integer DEPTH        = (1 << DIN_WIDTH);           
    (* rom_style = "distributed", ram_style = "distributed" *) reg [DOUT_WIDTH-1:0] lut_table [0:DEPTH-1];
    integer i;
    initial begin
        for (i = 0; i < DEPTH; i = i + 1) begin
            lut_table[i] = lookup(i[DIN_WIDTH-1:0]);
        end
    end
    assign dout = lut_table[din];
    function [DOUT_WIDTH-1:0] lookup;
        input [DIN_WIDTH-1:0] v;
        integer j;
        begin
            lookup = {DOUT_WIDTH{1'b0}};
            for (j = 0; j < DIN_WIDTH; j = j + 1)
                lookup = lookup + v[j];
        end
    endfunction
endmodule
`timescale 1ns / 1ps
module Popcount #(
    parameter integer VEC_WIDTH = 1200,   
    parameter integer LUT_WIDTH = 6,   
    parameter integer POPCNT_WIDTH = ($clog2(1200 + 1))    
) (
    input  wire                 clk,
    input  wire                 rst_n,
    input  wire                 in_valid,     
    output wire                 this_ready,   
    input  wire [VEC_WIDTH-1:0] vec,
    output wire                    out_valid,    
    input  wire                    next_ready,   
    output wire [POPCNT_WIDTH-1:0] popcount
);
    localparam integer LEAF_NUM = ((1200 + 6 - 1) / 6);   
    localparam integer LEAF_WIDEH = ($clog2(6 + 1));   
    initial begin
        if (VEC_WIDTH < 1) $fatal("Popcount: VEC_WIDTH must be >=1");
        if (LUT_WIDTH < 1) $fatal("Popcount: LUT_WIDTH must be >=1");
    end
    wire [LEAF_WIDEH-1:0] chunk_pc[0:LEAF_NUM-1];
    genvar c;
    generate
        for (c = 0; c < LEAF_NUM; c = c + 1) begin : CHUNKS
            wire [LUT_WIDTH-1:0] slice_bits;
            if ((c + 1) * LUT_WIDTH <= VEC_WIDTH) begin : FULL
                assign slice_bits = vec[c*LUT_WIDTH+:LUT_WIDTH];
            end else begin : PART
                localparam integer REM = VEC_WIDTH - c*LUT_WIDTH;  
                assign slice_bits = {{(LUT_WIDTH - REM) {1'b0}}, vec[VEC_WIDTH-1-:REM]};
            end
            LookupTable #(
                .DIN_WIDTH (LUT_WIDTH),
                .DOUT_WIDTH(LEAF_WIDEH)
            ) u_chunk_pop (
                .din (slice_bits),
                .dout(chunk_pc[c])
            );
        end
    endgenerate
    wire [LEAF_NUM*LEAF_WIDEH-1:0] in_flat_bus;
    generate
        for (c = 0; c < LEAF_NUM; c = c + 1) begin : PACK
            assign in_flat_bus[c*LEAF_WIDEH+:LEAF_WIDEH] = chunk_pc[c];
        end
    endgenerate
    AdderTree #(
        .LEAF_NUM(LEAF_NUM),
        .MAXVAL  (LUT_WIDTH)   
    ) u_tree (
        .clk      (clk),
        .rst_n    (rst_n),
        .in_data  (in_flat_bus),
        .in_valid (in_valid),
        .in_ready (this_ready),
        .sum      (popcount),
        .out_valid(out_valid),
        .out_ready(next_ready)
    );
endmodule
==> Slide: Implementation Results <==
Flow Results at a Glance

Power
  – Power per cell area: between 15 and 20 nW/um2
  – Peak supply drop: about 0.000013 V
  – Internal Power: around 1.4 mW
  – Portion of total power attributed to sequential cells: 32.2%
  – Part of the power in the clock network: roughly a fifth
  – Static leakage power: 72.42 nW
  – Switching power share of the total: between 30% and 40%
  – Part of the power in combinational logic: 47.0%
  – Switching power of the nets: 0.9581 mW

Die
  – Die width: 585.9 um
  – Core Area: 339500 um2
  – Total I/O pin count: 1217
  – Overall die height: 585.9 um
  – Die outline area: 343300 um2
  – Standard-cell row count: 214
  – Floorplan-stage core utilization: 40.17%

Synthesis
  – Average cell area after synthesis: about 8.7 um2
  – Cell count listed in synth_stat.txt: 15.68k
  – Ys async rst share: 100.0%
  – Post-synthesis share of cell area spent on and-or and or-and gates: a little under a fifth
  – Multiplexer share of the synthesized area: under 10%
  – Largest combinational cell category by area: adder cells
  – Synthesis area per yosys: 136400 um2
  – Area share of and/or/nand/nor cells after synthesis: 16.58%
  – Synth warnings: 5
  – Top cells, area: dfrtp_1, ha_1, a21oi_1
  – XOR/XNOR Fraction of Synth Area: 7.546%
  – Adder-Cell Fraction of Synth Area: 18.96%
  – Number of enable flip-flop cells: 0
  – Register share after synthesis: between 20 and 30%
  – Dominant cell type by area after synthesis: dfrtp_1
  – Distinct cells, synth: 72
  – Synthesized cell area: 136400 um2
  – Synthesized flop and latch total: 1617
  – Dominant synthesized flop cell: dfrtp_1
  – Dominant cell area share: roughly 30%
  – Gate count after technology mapping: 15.68k

CTS
  – Number of buffers on the longest clock path: 3
  – TritonCTS clock tree: yes
  – CTS buffer count: 192
  – # H-tree levels: 4
  – Sink count of the clock tree: 1617
  – # resized after CTS: 0
  – Cts hold-fix bufs: 0
  – Clock latency of the later-clocked register in the worst-skew pair: 850 ps
  – Buffers inserted during post-CTS setup optimization: 0
  – Clock root buffer: clkbuf_16
  – Clock Pin Slew Worst Setup and Hold Paths: 60 ps

Detailed routing
  – Number of violations reported at the end of detailed-routing iteration 0: 6420
  – Remaining design rule violation count: 0
  – Detailed-route wire length per cell: ~18 um
  – Vias post-DR: 110.7k
  – Number of optimization iterations in the first detailed-route pass: 8
  – Total wire length: 391000 um
  – Count of antenna-violating nets left after detailed routing: 0
  – Via count normalized by instance count: around 5.2

Setup path
  – Crit path kind: in -> out
  – Critical Path Fanout Max: 52
  – Cell-by-cell trace of the critical path: clkdlybuf4s50_1 -> nand4b_4 -> nor2_4 -> buf_4 -> nand3_4 -> clkdlybuf4s50_1
  – Critical path arrival: 31640 ps
  – Top cell by count, worst path: clkdlybuf4s50_1
  – Worst setup slack for register-to-register paths: 140280 ps
  – Data required time of the critical path: 116160 ps
  – Capturing element type of the critical path: output pin
  – Startpoint Class: primary input
  – Delay of the slowest critical-path stage: 580 ps
  – Slowest CP cell: nand4b_4

Global route
  – Met1 usage: roughly a third
  – Met2 usage in global routing: between 30% and 40%
  – Via count of the first global-routing pass: 102.2k
  – Grt met3 use: 5.499%
  – Initial antenna violation count: ~180
  – Overall global routing resource usage: roughly 23%
  – GR Overflow Total: 0
  – Maximum number of pins on one net before global-route repair: ~160
  – Global-route wire length before repair: 598800 um
  – Top Usage Layer GRT: met2

Finish
  – Combinational gate area: between 80000 and 90000 um2
  – Register area: 40460 um2
  – Most instantiated logic cells after routing: dfrtp_1, ha_1, nor2_1
  – Synthesis-to-finish area growth: 16.23%
  – Share of post-route cells with drive strength above 1: between 3 and 4%
  – Number of inserted filler cells in the final layout: 32.25k
  – Number of flip-flops under the largest register name: 1608
  – Most used logic cell in the final layout: dfrtp_1

Final timing
  – Final critical path time including I/O delays and setup: 60680 ps
  – Fmax achieved: 0.01648 GHz
  – Unrepaired setup endpoints after global routing: no
  – Final cycle utilization of the critical path: 41.79%
  – Setup Skew: 79.49 ps
  – Hold violation count in the final report: 0
  – Final max-slew violation count: 0
  – Slew margin rel.: between 30 and 40%
  – Final Worst Setup Slack: 84520 ps
  – Tightest Pin Transition: 921.2 ps
  – Total setup violations reported at the end of the flow: 0
  – TNS Setup: 0 ps

Run status
  – Run status: complete, no violations

Job
  – Reported max-cap violation count: 0
  – Log Warnings: 655

Place
  – Setup WS pre-CTS: 84530 ps
  – Port Buffers: 1216
  – HPWL after detailed placement: 310500 um
  – Final weighted congestion of routability-driven global placement: 0.9692

Min path
  – Min-Delay Path Class: reg -> reg
## kinds of logic after synthesis
logic type      count (synthesis)
flops                        1617
compound gates               3871
fa+ha+maj                    1987
simple gates                 4671
xor+xnor                     1175
mux                           408
buf+inv                      1954
## final cells by class
class / count / share of cell area (%)
antenna: 105 / 0.1658
clock buffer: 264 / 3.448
sequential: 1617 / 25.53
tap: 4536 / 3.580
clock inverter: 90 / 0.7396
inverter: 1133 / 2.683
timing repair buffer: 1311 / 8.194
multi-input combinational: 12110 / 55.66
## cell usage after synthesis, types with 31 or more instances
cell type	count
a31oi_1	117
nand2b_1	228
a21oi_1	1096
or3_1	86
nor3_1	259
o211ai_1	222
a211oi_1	113
a32o_1	106
buf_2	261
nand2_1	1439
a22oi_1	128
a22o_1	88
a2111oi_0	97
xor2_1	626
nor3b_1	103
a221o_1	105
clkbuf_1	535
ha_1	1588
maj3_1	200
nor2b_1	298
o21ai_0	972
xnor2_1	549
nor2_1	1439
a211o_1	92
inv_1	1133
a21o_1	301
and3_1	192
nor4bb_1	200
o2111ai_1	74
mux2_2	183
a221oi_1	126
nand4b_1	31
o221ai_1	46
mux2i_1	225
o311ai_0	73
nand3_1	169
dfrtp_1	1617
fa_1	199
and2_1	123
## worst max-delay path: cells and delay by family
family        cells  cell delay [ps]
buf+inv           3             1530
simple gates      3             1000
## power groups by stage
stage	Combinational, mW	Clock [mW]	Sequential (mW)
final	1.13	0.501	0.774
after global routing	1.29	0.533	0.798
after CTS	1.15	0.516	0.777
## stage by stage
stage	utilization [%]	hold slack (ps)	total power, mW	instances	area (um2)
after CTS	46.61	467.5	2.441	21060	158300
after global placement	44.66	448.5	1.912	20710	151600
final	46.69	461.8	2.407	21170	158500
after detailed placement	44.66	453.5	1.921	20710	151600
after floorplan	-	414.3	1.538	15680	136400
after global routing	46.68	485.1	2.624	21150	158500
## layer usage
layer | vias up | share of wire [%]
met4 | 76 | 3.1
met5 | - | 0.12
met3 | 577 | 6.2
met1 | 51740 | 45
li1 | 56450 | -
met2 | 1901 | 46
## worst paths after layout
kind                                             from                     to  cells after the start
min in group asynchronous                       rst_n    u_tree.level[69][0]                      1
worst min-delay path            u_tree.level[1006][1]  u_tree.level[1006][1]                      2
worst max-delay path                       next_ready             this_ready                      6
worst min register to register  u_tree.level[1006][1]  u_tree.level[1006][1]                      2
worst max register to register    u_tree.valid_reg[8]   u_tree.level[164][2]                      9
max in group asynchronous                       rst_n    u_tree.level[16][1]                      8
Power is estimated from default activity; no workload was simulated.
