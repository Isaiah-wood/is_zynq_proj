File: flow/config.mk
export PLATFORM = sky130hd
export DESIGN_NAME = axi_ddr_reader
export DESIGN_NICKNAME = axi_ddr_reader
export VERILOG_FILES = /design/flow/design.v
export SDC_FILE = /design/flow/constraint.sdc
export NUM_CORES = 4
export LEC_CHECK = 1
export CORE_AREA = 10 10 616 616
export DIE_AREA = 0 0 626 626
File: flow/constraint.sdc
current_design axi_ddr_reader

set clk_period 4.0
set clk_io_pct 0.2

create_clock -name clk0 -period $clk_period [get_ports {ACLK}]

set non_clock_inputs [all_inputs -no_clocks]
set_input_delay [expr $clk_period * $clk_io_pct] -clock clk0 $non_clock_inputs
set_output_delay [expr $clk_period * $clk_io_pct] -clock clk0 [all_outputs]
File: flow/design.v
`timescale 1ns/1ps
module axi_ddr_reader #(
    parameter integer DATA_WIDTH = 256,
    parameter integer N = 5,
    parameter integer ADDR_WIDTH = 32,
    parameter integer ID_WIDTH = 4
)(
    input  wire                     ACLK,
    input  wire                     ARESETN,
    input  wire                     start,       
    output reg                      busy,        
    output reg                      valid,       
    output reg [N*DATA_WIDTH-1:0]   data_out,    
    output reg  [ADDR_WIDTH-1:0]    M_AXI_araddr,
    output reg  [1:0]               M_AXI_arburst,
    output reg  [3:0]               M_AXI_arcache,
    output reg  [ID_WIDTH-1:0]      M_AXI_arid,
    output reg  [7:0]               M_AXI_arlen,
    output reg  [1:0]               M_AXI_arlock,
    output reg  [2:0]               M_AXI_arprot,
    output reg  [3:0]               M_AXI_arqos,
    input  wire                     M_AXI_arready,
    output reg  [2:0]               M_AXI_arsize,
    output reg                      M_AXI_arvalid,
    input  wire [ID_WIDTH-1:0]      M_AXI_rid,
    input  wire [DATA_WIDTH-1:0]    M_AXI_rdata,
    input  wire                     M_AXI_rlast,
    output reg                      M_AXI_rready,
    input  wire [1:0]               M_AXI_rresp,
    input  wire                     M_AXI_rvalid
);
localparam integer DATA_BYTES = DATA_WIDTH/8;
localparam integer TOTAL_WIDTH = N * DATA_WIDTH;
reg [ADDR_WIDTH-1:0] base_addr;
reg [TOTAL_WIDTH-1:0] concat_shift;
reg [$clog2(N)-1:0] recv_cnt;
localparam S_IDLE = 2'd0;
localparam S_AR   = 2'd1;
localparam S_RECV = 2'd2;
localparam S_DONE = 2'd3;
reg [1:0] state;
always @(posedge ACLK) begin
    if (!ARESETN) begin
        M_AXI_arvalid <= 1'b0;
        M_AXI_araddr  <= {ADDR_WIDTH{1'b0}};
        M_AXI_arlen   <= 8'd0;
        M_AXI_arburst <= 2'b01;       
        M_AXI_arcache <= 4'b0011;
        M_AXI_arid    <= {ID_WIDTH{1'b0}};
        M_AXI_arlock  <= 2'b0;
        M_AXI_arprot  <= 3'b000;
        M_AXI_arqos   <= 4'b0000;
        M_AXI_arsize  <= $clog2(DATA_BYTES);
    end else begin
        if (state == S_IDLE) begin
            if (start) begin
                M_AXI_araddr  <= base_addr;
                M_AXI_arlen   <= N - 1;    
                M_AXI_arvalid <= 1'b1;
            end else begin
                M_AXI_arvalid <= 1'b0;
            end
        end else begin
            if (state == S_AR) begin
                if (M_AXI_arvalid && M_AXI_arready) begin
                    M_AXI_arvalid <= 1'b0;  
                end
            end else begin
                M_AXI_arvalid <= 1'b0;
            end
        end
    end
end
always @(posedge ACLK) begin
    if (!ARESETN) begin
        M_AXI_rready   <= 1'b0;
        concat_shift   <= {TOTAL_WIDTH{1'b0}};
        recv_cnt       <= {($clog2(N)){1'b0}};
    end else begin
        case (state)
            S_AR: begin
                if (M_AXI_arready) begin
                    M_AXI_rready <= 1'b1;
                end
            end
            S_RECV: begin
                if (M_AXI_rvalid && M_AXI_rready) begin
                    concat_shift <= { concat_shift[TOTAL_WIDTH-1 -: (TOTAL_WIDTH-DATA_WIDTH)], M_AXI_rdata };
                    if (recv_cnt == (N-1)) begin
                        recv_cnt <= 0;
                    end else begin
                        recv_cnt <= recv_cnt + 1;
                    end
                end
            end
            S_DONE: begin
                M_AXI_rready <= 1'b0;
            end
            default: begin
                M_AXI_rready <= 1'b0;
            end
        endcase
    end
end
always @(posedge ACLK) begin
    if (!ARESETN) begin
        state <= S_IDLE;
        busy  <= 1'b0;
        valid <= 1'b0;
        data_out <= {TOTAL_WIDTH{1'b0}};
        base_addr <= {ADDR_WIDTH{1'b0}};
    end else begin
        valid <= 1'b0;
        case (state)
            S_IDLE: begin
                busy <= 1'b0;
                if (start) begin
                    concat_shift <= {TOTAL_WIDTH{1'b0}};
                    recv_cnt <= 0;
                    busy <= 1'b1;
                    state <= S_AR;
                end
            end
            S_AR: begin
                if (M_AXI_arvalid && M_AXI_arready) begin
                    state <= S_RECV;
                end
            end
            S_RECV: begin
                if (M_AXI_rvalid && M_AXI_rready && M_AXI_rlast) begin
                    data_out <= concat_shift;
                    valid <= 1'b1;
                    base_addr <= base_addr + (N * DATA_BYTES);
                    state <= S_DONE;
                end
            end
            S_DONE: begin
                busy <= 1'b0;
                state <= S_IDLE;
            end
            default: state <= S_IDLE;
        endcase
    end
end
endmodule
File: flow/run.sh
#!/bin/bash
# OpenROAD 26Q1-2900-gdf79404cd8, Yosys 0.63+post, stock flow scripts
make -C /OpenROAD-flow-scripts/flow DESIGN_CONFIG=/design/flow/config.mk WORK_HOME=/design/flow/orfs finish
==> run_results.csv <==
group,metric,value,unit
final_timing,grt_setup_unrepaired,"no",
clocking,clock_latency,0.33,ns
min_path,min_from,"state[3]",
clocking,cts_max_path_buffers,2,
die,io_pins,1614,
pwr,ir_worst_vdd,153,uV
global_routing,grt_pass1_wl,32.6,mm
final_timing,clock.fmax,0.353,GHz
pwr,p_int,0.00113,W
layout,syn_to_final_growth,13.9,%
clocking,cts_resized,0,
clocking,cts_tree,"yes",
drt,drt_iter0_drc,171,
pwr,p_clk_share,49.8,%
drt,antennaDiodeCount,0,
layout,stdcell_count,6468,
drt,route.vias.total,5567,
placement,dp.cells,6452,
placement,gp_congestion,0.609,
clocking,root_buffer,"clkbuf_16",
drt,detail_route.wirelength,27.0,mm
drt,avgViaCountPerCell,0.861,
synthesis,synth_cell_types,31,
worst_setup_path,worstPathMaxFanout,19,
drt,wl_per_cell,4.17,um
worst_setup_path,worstPathArrival,3.08,ns
layout,layout_top_cells,"conb_1 (1314), nand2_1 (64), dfxtp_1 (63)",
clocking,clock-sinks,63,
global_routing,grt_pass1_vias,6264,
final_timing,setup_viol,0,
die,fp-row-count,222,
worst_setup_path,r2r_start,"base_addr[5]",
pwr,p_leak,5.29,nW
drt,drtPass1Iterations,4,
worst_setup_path,crit_path_start_kind,"primary input",
synthesis,syn_inst,1615,
min_path,hold_path_class,"flop to flop",
placement,hpwl,25.1,mm
clocking,postCtsSetupRepairBufs,0,
pwr,switchingPower,0.000406,W
pwr,switching_share,26.5,%
synthesis,syn-mean-instance-area,7.64,sq um
synthesis,synth_seq_share,10.2,%
pwr,power_frac_comb,8.8,%
layout,mostFrequentLayoutCell,"conb_1",
clocking,clkTransAtPathRegs,0.05,ns
final_timing,hold-worst-slack,0.444,ns
pwr,p_per_area,109,mW/mm^2
placement,port_buffers,37,
worst_setup_path,critPathLaunch,"M_AXI_rvalid",
flow_run,warnings,287,
global_routing,grt_antenna_before_repair,3,
flow_run,maxCapViolCount,0,
global_routing,overflow,0,
die,fp.dieW,626,um
run_status,status,"finished clean",
die,fp-utilization,3.37,%
pwr,p_total,0.00154,W
pwr,p_seq_share,41.4,%
die,die-height,626,um
worst_setup_path,crit_path_end_kind,"flop",
drt,ant_nets,0,
synthesis,yosysWarnings,1537,
clocking,ctsHoldBuffers,0,
final_timing,slew_viol_final,0,
synthesis,ys_ff,63,
worst_setup_path,required,4.25,ns
final_timing,period_used_share,70.7,%
worst_setup_path,critPathKind,"primary input to flop",
layout,utilization,3.84,%
global_routing,grt_max_degree,59,
synthesis,yosysCellCount,1615,
die,core,0.366,sq mm
final_timing,fin_skew,0.00798,ns
synthesis,yosys_area,0.0123,sq mm
final_timing,slew_headroom,54.8,%
layout,drive_gt1_share,1.27,%
synthesis,syn_area,0.0123,sq mm
clocking,h-tree-depth,3,
global_routing,grt_usage,1.01,%
final_timing,worst_pin_slew,0.676,ns
final_timing,setup-tns-final,0,ns
final_timing,period_minus_slack,2.83,ns
die,die_area,0.392,sq mm
final_timing,hold_viol_final,0,
clocking,numCtsBuffers,9,
drt,drc_errors,0,
power by group through the flow:
stage / Clock (W) / Sequential [W] / Combinational [W]
after CTS: 0.000781 / 0.000636 / 0.000180
after global routing: 0.000818 / 0.000636 / 0.000213
final: 0.000764 / 0.000636 / 0.000135
through the flow:
step                      setup slack [ns]  instance area (sq um)
after floorplan                       1.74                  17300
after global placement               0.934                  13800
after detailed placement             0.899                  13800
after CTS                             1.21                  14100
after global routing                  1.08                  14100
final                                 1.17                  14100
cells in the mapped netlist:
master / number / area [sq um]
buf_4: 1314 / 9860
nand2_1: 64 / 240
dfxtp_1: 63 / 1260
a21oi_1: 48 / 240
nor2_1: 17 / 63.8
clkbuf_1: 15 / 56.3
o21ai_0: 10 / 50.1
o31ai_1: 9 / 67.6
or3_1: 9 / 56.3
or4_1: 9 / 67.6
nand3_1: 7 / 35.0
nand4_1: 6 / 37.5
inv_1: 5 / 18.8
xnor2_1: 5 / 43.8
nor4_1: 4 / 25.0
o21a_1: 4 / 30.0
and2_1: 3 / 18.8
and4_1: 3 / 26.3
nor3_1: 3 / 15.0
a31oi_1: 2 / 12.5
and3_1: 2 / 12.5
buf_1: 2 / 7.51
conb_1: 2 / 7.51
o31a_1: 2 / 17.5
a211o_1: 1 / 8.76
buf_2: 1 / 5.00
ha_1: 1 / 12.5
mux2i_1: 1 / 10.0
nand4_2: 1 / 12.5
or4b_1: 1 / 10.0
xor2_1: 1 / 8.76
sequential cells by signal, summed over array words and instances, names as in the netlist:
signal         count
M_AXI_arlen        1
state              4
M_AXI_rready       1
base_addr         27
M_AXI_araddr      27
busy               1
valid              1
M_AXI_arvalid      1
routing by layer:
layer | vias up | part of all wire, % | GRT usage (%)
met1 | 2400 | 26 | 0.771
met5 | - | 0 | 0
met3 | 18 | 12 | 0.230
met2 | 713 | 60 | 2.41
met4 | 0 | 0.72 | 0.0807
li1 | 2436 | - | -
worst paths after layout:
check                        to  slack [ns]  cells after the start
setup / recovery  base_addr[30]        1.17                      5
hold / removal         state[0]        0.44                      1
setup reg to reg  base_addr[25]        1.81                      5
hold reg to reg        state[0]        0.44                      1
layout make-up:
cell class / instances / area [sq um]
tap: 4816 / 6030
fill: 43207 / 352000
clock buffer: 9 / 225
clock inverter: 7 / 72.6
multi-input combinational: 1527 / 6050
inverter: 5 / 18.8
timing repair buffer: 41 / 400
sequential: 63 / 1260
cell families (layout without fill, tap and decap cells):
| group | Yosys count | count (layout) | synth area share (%) |
|---|---|---|---|
| AND-OR/OR-AND | 76 | 76 | 3.46 |
| multiplexers | 1 | 1 | 0.0811 |
| adder cells (fa/ha/maj) | 1 | 1 | 0.101 |
| other | 2 | 1314 | 0.0608 |
| XOR/XNOR | 6 | 6 | 0.426 |
| flip-flops | 63 | 63 | 10.2 |
| AND/OR/NAND/NOR | 129 | 129 | 5.03 |
| buffers and inverters | 1337 | 62 | 80.6 |
critical path, stage by stage:
cell and delay, ns:
clkdlybuf4s50_1 0.52, nand4_2 0.13, or4b_1 0.85, or4_1 0.57, a21oi_1 0.16
Power is estimated from default activity; no workload was simulated.
